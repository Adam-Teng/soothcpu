<file path="design/flow/run.sh">
#!/bin/bash
# OpenROAD 26Q1-2900-gdf79404cd8, Yosys 0.63+post, stock flow scripts
make -C /OpenROAD-flow-scripts/flow DESIGN_CONFIG=/design/flow/config.mk WORK_HOME=/design/flow/orfs finish
</file>
<file path="design/flow/config.mk">
export PLATFORM = sky130hd
export DESIGN_NAME = task1CPU
export DESIGN_NICKNAME = task1CPU
export VERILOG_FILES = /design/flow/design.v
export SDC_FILE = /design/flow/constraint.sdc
export NUM_CORES = 4
export LEC_CHECK = 1
export CORE_AREA = 10 10 74 74
export DIE_AREA = 0 0 84 84
</file>
<file path="design/flow/constraint.sdc">
current_design task1CPU

set clk_period 6.1
set clk_io_pct 0.2

create_clock -name clk0 -period $clk_period [get_ports {T3}]

set non_clock_inputs [all_inputs -no_clocks]
set_input_delay [expr $clk_period * $clk_io_pct] -clock clk0 $non_clock_inputs
set_output_delay [expr $clk_period * $clk_io_pct] -clock clk0 [all_outputs]
</file>
<file path="design/flow/design.v">
module task1CPU( 
            CLR,         
            T3,          
            SW,          
            IR,          
            W,           
            C,  Z,       
            DRW,         
            PCINC,       
            LPC,         
            LAR,         
            PCADD,       
            ARINC,       
            SELCTL,      
            MEMW,        
            STOP,        
            LIR,         
            LDZ,         
            LDC,         
            CIN,         
            S,           
            M,           
            ABUS,        
            SBUS,        
            MBUS,        
            SHORT,       
            LONG,        
            SEL          
            );
input               CLR, C, Z, T3;
input   [3:1]       SW, W;
input   [7:4]       IR;
output              DRW, PCINC, LPC, LAR, PCADD, ARINC, SELCTL, MEMW, STOP;
output				LIR, LDZ, LDC, CIN, M, ABUS, SBUS, MBUS, SHORT, LONG;
output  [3:0]       S, SEL;
wire                W_REG, R_REG, W_RAM, R_RAM, G_INS; 
wire                ADD, SUB, AND, INC, LD, ST, JC, JZ, JMP, STP;
wire                OUT, OR, MOV;
reg                 ST0;
assign              W_REG = (SW == 3'b100);      
assign              R_REG = (SW == 3'b011);      
assign              W_RAM = (SW == 3'b001);      
assign              R_RAM = (SW == 3'b010);      
assign              G_INS = (SW == 3'b000);      
assign				COVER_PC = (SW == 3'b101);   
assign              ADD = (IR == 4'b0001) && G_INS && ST0;       
assign              SUB = (IR == 4'b0010) && G_INS && ST0;       
assign              AND = (IR == 4'b0011) && G_INS && ST0;       
assign              INC = (IR == 4'b0100) && G_INS && ST0;       
assign              LD  = (IR == 4'b0101) && G_INS && ST0;       
assign              ST  = (IR == 4'b0110) && G_INS && ST0;       
assign              JC  = (IR == 4'b0111) && G_INS && ST0;       
assign              JZ  = (IR == 4'b1000) && G_INS && ST0;       
assign              JMP = (IR == 4'b1001) && G_INS && ST0;       
assign              STP = (IR == 4'b1110) && G_INS && ST0;       
assign              OUT = (IR == 4'b1010) && G_INS && ST0;       
assign 				OR  = (IR == 4'b1011) && G_INS && ST0;		 
assign 				CMP = (IR == 4'b1010) && G_INS && ST0;       
assign 				MOV = (IR == 4'b1101) && G_INS && ST0;       
assign				NOT = (IR == 4'b0000) && G_INS && ST0;       
assign				NAND= (IR == 4'b1111) && G_INS && ST0;       
always @(negedge CLR or negedge T3) begin
	if(~CLR)
		ST0 <= 0;
    else if(~ST0 && ((W_REG && W[2]) || (R_RAM && W[1]) || (W_RAM && W[1]) || (G_INS && W[1])))
        ST0 <= 1;
    else if(ST0 && (W_REG && W[2])) 
        ST0 <= 0;
end
assign              DRW   = W_REG && (W[1] || W[2]) || (ADD || SUB || INC || AND || OR || MOV || NOT || NAND) && W[2] || LD && W[3];
assign              PCINC = G_INS && W[1];
assign              LPC   = JMP && W[2] || COVER_PC && W[1];
assign              LAR   = (R_RAM || W_RAM) && ~ST0 && W[1] || (LD || ST) && W[2];
assign              PCADD = (JC && C || JZ && Z) && W[2];
assign              ARINC = (R_RAM || W_RAM) && ST0 && W[1];
assign              SELCTL= (R_REG || W_REG) && (W[1] || W[2]);
assign              MEMW  = ST0 && (W_RAM && W[1] || ST && W[3]);
assign              STOP  = (R_REG || W_REG) && (W[1] || W[2]) || (R_RAM || W_RAM) && W[1] || STP && W[2] || COVER_PC && W[1];
assign              LIR   = G_INS && W[1];
assign              LDZ   = (ADD || SUB || AND || OR || CMP || NOT || NAND) && W[2];
assign              LDC   = (ADD || SUB || CMP) && W[2];
assign              CIN   = ADD && W[2];
assign              S[3]  = (ADD || AND || LD || ST || JMP || OUT || OR || MOV) && W[2] || ST && W[3];
assign              S[2]  = (SUB || ST || JMP || OR || CMP || NAND) && W[2];
assign              S[1]  = (SUB || AND || LD || ST || JMP || OUT || OR || CMP || MOV) && W[2] || ST && W[3];
assign              S[0]  = (ADD || AND || ST || JMP) && W[2];
assign              M     = (AND || LD || ST || JMP || OUT || OR || MOV || NOT || NAND) && W[2] || ST && W[3];
assign              ABUS  = (ADD || SUB || AND || INC || LD || ST || JMP || OUT || OR || MOV || NOT || NAND) && W[2] || ST && W[3];
assign              SBUS  = R_RAM && ~ST0 && W[1] || W_RAM && W[1] || W_REG || COVER_PC && W[1];
assign              MBUS  = R_RAM && ST0 && W[1] || LD && W[3];
assign              SHORT = (R_RAM || W_RAM || COVER_PC) && W[1];
assign              LONG  = (LD || ST) && W[2];
assign              SEL[3]= W_REG && ST0 && (W[1] || W[2]) || R_REG && W[2];
assign              SEL[2]= W_REG && W[2];
assign              SEL[1]= W_REG && (~ST0 && W[1] || ST0 && W[2]) || R_REG && W[2];
assign              SEL[0]= W_REG && W[1] || R_REG && (W[1] || W[2]);
endmodule
</file>
==> impl_metrics.csv <==
group,metric,value,unit
outcome,outcome,"finished, final reports clean",
placed_design,pre_cts_slack,0.1217,ns
hold_path,hold_class,"register to register",
die,die_y,84,um
setup_path,cpPeakStageDelay,0.51,ns
drt,viasPerCell,4.546,
setup_path,critical_path_required,4.88,ns
final_layout,regMostFlops,"ST0",
yosys,ys_cells,110,
sta,whs,0.5467,ns
setup_path,end_kind,"output port",
global_route,grt_util_all_layers,0.06728,
global_route,antenna_found_initial,0,
setup_path,cp.arrival,4.74,ns
sta,fin_skew,0,ns
drt,wirelength,2583,um
drt,firstDrtPassIters,4,
placed_design,dpl_cell_area,0.001146,mm2
global_route,grt_pass1_vias,829,
yosys,ys_types,43,
drt,antennaDiodeCount,0,
drt,vias,882,
yosys,postSynthCellCount,110,
clock_tree,postCtsSetupBuffers,0,
drt,post-route-drc-count,0,
final_layout,final_area,0.001146,mm2
sta,fin_setup_tns,0,ns
die,die_x,84,um
setup_path,crit_chain,"nor4b_4, nand2_2, buf_4, o31ai_1, clkdlybuf4s50_1",
sta,worstMarginPinSlew,0.5573,ns
global_route,grt_max_degree,16,
setup_path,worst-path-buf-inv,2,
setup_path,slowest_stage,"clkdlybuf4s50_1",
setup_path,worstPathMaxFanout,11,
yosys,synth.yosys.seq_area_share,0.03571,
setup_path,r2r_setup_slack,5.26,ns
yosys,netlist_area,700.7,um2
sta,slew_viol_final,0,
drt,wl_per_cell,13.31,um
final_layout,biggestRegsByFlops,"ST0 x1",
placed_design,place_hpwl,2051,um
final_layout,area_growth,63.57,%
yosys,ys.flops,1,
drt,first_iter_violations,33,
setup_path,crit_type,"register to output port",
setup_path,crit_family,"buffers and inverters",
drt,ant_nets,0,
power_and_ir_drop,p_total,0.07177,mW
yosys,syn_avg_cell_area,6.370,um2
die,rows,23,
yosys,ys_area,700.7,um2
power_and_ir_drop,power.leakage,0.4460,nW
power_and_ir_drop,ir_drop,0.02076,mV
clock_tree,cts_resized,0,
clock_tree,clk_latency,0,ns
die,ios,41,
yosys,ff_type,"dfrtn_1",
global_route,grt-ovfl-total,0,
clock_tree,cts_hold_buf,0,
die,fp-utilization,0.1764,
die,die_area,0.007056,mm2
global_route,grt_pass1_wl,4209,um
yosys,synth_warnings,5,
yosys,edf_count,0,
clock_tree,clkTransAtPathRegs,0,ns
sta,setup_violations,0,
final_layout,nFillCells,446,
sta,rsz0062_at_grt,"no",
sta,hold_viol,0,
flow_run,drv_cap,0,
setup_path,critPathLaunchType,"register",
sta,finalWorstSetupSlack,0.1414,ns
final_layout,largest_reg_flops,1,
flow_run,warnings,28,
sta,slew_headroom,0.6273,
power_and_ir_drop,power_density,62.62,mW/mm2
die,core,0.003971,mm2
placed_design,io_buffers,40,
yosys,synthArstFlopShare,1.000,
placed_design,gp_congestion,0.7980,
final_layout,drive_gt1_frac,0.09722,
==> kinds of logic after synthesis <==
kind of cell              Yosys count  synth area share
DFF                                 1           0.03571
xor gates and xnor gates            1           0.01250
buffers and inverters              17            0.1214
muxes                               3           0.04464
AOI/OAI and AO/OA                  30            0.2982
and+or+nand+nor                    58            0.4875
==> Yosys cell counts, types with 3 or more instances <==
| cell | count | area (um2) |
|---|---|---|
| clkbuf_1 | 5 | 18.77 |
| nor2_1 | 10 | 37.54 |
| nand3b_1 | 3 | 22.52 |
| buf_2 | 5 | 25.02 |
| nand2_1 | 13 | 48.80 |
| nand3_1 | 3 | 15.01 |
| o21ai_0 | 8 | 40.04 |
| nand4_1 | 3 | 18.77 |
| inv_1 | 4 | 15.01 |
| a21oi_1 | 6 | 30.03 |
| nor2b_1 | 10 | 62.56 |
==> layer usage <==
layer  part of all wire  wire length, um  up-vias  track usage
met2               0.51             1321       15       0.1171
met4                  0                0        0            0
met3              0.075              195        0      0.02165
met5                  0                0        -            0
li1                   -                -      467            -
met1               0.41             1067      400      0.08310
==> placed cells by master, fill, tap and decap left out, types with 2 or more instances in the layout <==
cell / n
a21oi_1: 6
a22oi_1: 2
and3_1: 2
buf_4: 7
clkdlybuf4s50_1: 40
inv_1: 4
mux2i_1: 2
nand2_1: 13
nand3_1: 3
nand3b_1: 3
nand4_1: 3
nor2_1: 10
nor2b_1: 10
nor3_1: 2
nor3b_1: 2
o21a_1: 2
o21ai_0: 8
o31ai_1: 2
==> through the flow <==
stage                     std cells  utilization
after floorplan                 110            -
after detailed placement        194       0.2886
after CTS                       194       0.2886
after global routing            194       0.2886
after global placement          194       0.2886
final                           194       0.2886
==> layout make-up <==
type	count	area (um2)	share of cell area
inverters	4	15.01	0.01310
multi-input cells	92	590.6	0.5153
flip-flops and latches	1	25.02	0.02183
well taps	50	62.56	0.05459
repair buffers	47	452.9	0.3952
==> worst reg2reg max path: stages (launching register included) <==
cell     delay, ns
dfrtn_1       0.32
buf_4         0.16
a21oi_1       0.12
a31oi_1       0.05
==> path summary, 6_finish.rpt <==
check / depth (start not counted) / startpoint / end
setup / recovery: 5 / ST0$_DFFE_NN0P_ / S[3]
hold / removal: 2 / ST0$_DFFE_NN0P_ / ST0$_DFFE_NN0P_
setup reg to reg: 3 / ST0$_DFFE_NN0P_ / ST0$_DFFE_NN0P_
hold reg to reg: 2 / ST0$_DFFE_NN0P_ / ST0$_DFFE_NN0P_
max in group asynchronous: 1 / CLR / ST0$_DFFE_NN0P_
min in group asynchronous: 1 / CLR / ST0$_DFFE_NN0P_
==> power by group <==
part / switching, mW / leakage, nW / internal [mW] / total (mW)
combinational: 0.0284 / 0.436 / 0.0350 / 0.0634
clock: 0 / 0 / 0 / 0
sequential: 0.000475 / 0.0101 / 0.00790 / 0.00838
Power is estimated from default activity; no workload was simulated.
