==> flow/design.v <==
module task2CPU( 
            CLR,         
            T3,          
            SW,          
            IR,          
            W,           
            C,  Z,       
            DRW,         
            PCINC,       
            LPC,         
            LAR,         
            PCADD,       
            ARINC,       
            SELCTL,      
            MEMW,        
            STOP,        
            LIR,         
            LDZ,         
            LDC,         
            CIN,         
            S,           
            M,           
            ABUS,        
            SBUS,        
            MBUS,        
            SHORT,       
            LONG,        
            SEL          
            );
input               CLR, C, Z, T3;
input   [3:1]       SW, W;
input   [7:4]       IR;
output              DRW, PCINC, LPC, LAR, PCADD, ARINC, SELCTL, MEMW, STOP;
output				LIR, LDZ, LDC, CIN, M, ABUS, SBUS, MBUS, SHORT, LONG;
output  [3:0]       S, SEL;
wire                W_REG, R_REG, W_RAM, R_RAM, G_INS; 
wire                ADD, SUB, AND, INC, LD, ST, JC, JZ, JMP, STP;
wire                OUT, OR, MOV;
reg                 ST0;
assign              W_REG = (SW == 3'b100);      
assign              R_REG = (SW == 3'b011);      
assign              W_RAM = (SW == 3'b001);      
assign              R_RAM = (SW == 3'b010);      
assign              G_INS = (SW == 3'b000);      
assign              ADD = (IR == 4'b0001) && G_INS && ST0;       
assign              SUB = (IR == 4'b0010) && G_INS && ST0;       
assign              AND = (IR == 4'b0011) && G_INS && ST0;       
assign              INC = (IR == 4'b0100) && G_INS && ST0;       
assign              LD  = (IR == 4'b0101) && G_INS && ST0;       
assign              ST  = (IR == 4'b0110) && G_INS && ST0;       
assign              JC  = (IR == 4'b0111) && G_INS && ST0;       
assign              JZ  = (IR == 4'b1000) && G_INS && ST0;       
assign              JMP = (IR == 4'b1001) && G_INS && ST0;       
assign              STP = (IR == 4'b1110) && G_INS && ST0;       
assign              OUT = (IR == 4'b1010) && G_INS && ST0;       
assign 				OR  = (IR == 4'b1011) && G_INS && ST0;		 
assign 				MOV = (IR == 4'b1101) && G_INS && ST0;       
always @(negedge CLR or negedge T3) begin
	if(~CLR)
		ST0 <= 0;
    else if(~ST0 && ((W_REG && W[2]) || (R_RAM && W[1]) || (W_RAM && W[1]) || (G_INS && W[2])))
        ST0 <= 1;
    else if(ST0 && (W_REG && W[2])) 
        ST0 <= 0;
end
assign              LIR   = G_INS && W[2] || (ADD || SUB || AND || OR || INC || MOV || STP || JC && ~C || JZ && ~Z) && W[1];
assign              PCINC = G_INS && W[2] || (ADD || SUB || AND || OR || INC || MOV || STP || JC && ~C || JZ && ~Z) && W[1];
assign              SHORT = (R_RAM || W_RAM || ADD || SUB || AND || OR || INC || MOV || STP || JC && ~C || JZ && ~Z) && W[1];
assign              LONG  = 0;
assign              DRW   = W_REG && (W[1] || W[2]) || (ADD || SUB || INC || AND || OR || MOV) && W[1] || LD && W[2];
assign              LPC   = JMP && W[1];
assign              LAR   = (R_RAM || W_RAM) && ~ST0 && W[1] || (LD || ST) && W[1];
assign              PCADD = (JC && C || JZ && Z) && W[1]; 
assign              ARINC = (R_RAM || W_RAM) && ST0 && W[1];
assign              SELCTL= (R_REG || W_REG) && (W[1] || W[2]);
assign              MEMW  = ST0 && (W_RAM && W[1] || ST && W[2]);
assign              STOP  = (R_REG || W_REG) && (W[1] || W[2]) || (R_RAM || W_RAM) && W[1] || STP && W[1];
assign              LDZ   = (ADD || SUB || AND || OR) && W[1];
assign              LDC   = (ADD || SUB) && W[1];
assign              CIN   = ADD && W[1];
assign              S[3]  = (ADD || AND || LD || ST || JMP || OUT || OR || MOV) && W[1] || ST && W[2];
assign              S[2]  = (SUB || ST || JMP || OR) && W[1];
assign              S[1]  = (SUB || AND || LD || ST || JMP || OUT || OR) && W[1] || ST && W[2];
assign              S[0]  = (ADD || AND || ST || JMP) && W[1];
assign              M     = (AND || LD || ST || JMP || OUT || OR || MOV) && W[1] || ST && W[2];
assign              ABUS  = (ADD || SUB || AND || INC || LD || ST || JMP || OUT || OR || MOV) && W[1] || ST && W[2];
assign              SBUS  = R_RAM && ~ST0 && W[1] || W_RAM && W[1] || W_REG;
assign              MBUS  = R_RAM && ST0 && W[1] || LD && W[2];
assign              SEL[3]= W_REG && ST0 && (W[1] || W[2]) || R_REG && W[2];
assign              SEL[2]= W_REG && W[2];
assign              SEL[1]= W_REG && (~ST0 && W[1] || ST0 && W[2]) || R_REG && W[2];
assign              SEL[0]= W_REG && W[1] || R_REG && (W[1] || W[2]);
endmodule
==> flow/run.sh <==
#!/bin/bash
# OpenROAD 26Q1-2900-gdf79404cd8, Yosys 0.63+post, stock flow scripts
make -C /OpenROAD-flow-scripts/flow DESIGN_CONFIG=/design/flow/config.mk WORK_HOME=/design/flow/orfs finish
==> flow/config.mk <==
export PLATFORM = sky130hd
export DESIGN_NAME = task2CPU
export DESIGN_NICKNAME = task2CPU
export VERILOG_FILES = /design/flow/design.v
export SDC_FILE = /design/flow/constraint.sdc
export NUM_CORES = 4
export LEC_CHECK = 1
export CORE_AREA = 10 10 70 70
export DIE_AREA = 0 0 80 80
==> flow/constraint.sdc <==
current_design task2CPU

set clk_period 4.6
set clk_io_pct 0.2

create_clock -name clk0 -period $clk_period [get_ports {T3}]

set non_clock_inputs [all_inputs -no_clocks]
set_input_delay [expr $clk_period * $clk_io_pct] -clock clk0 $non_clock_inputs
set_output_delay [expr $clk_period * $clk_io_pct] -clock clk0 [all_outputs]
==> deck_impl_summary.md <==
Synthesis and Place & Route Summary

Worst hold path
  – Worst Hold Class: flop to flop

Synth
  – Cells in synth_stat.txt: around 120
  – Synthesized area per cell: between 6 and 7 um2
  – Top cells, area: o21ai_0, buf_2, nor2b_1, nand2_1, a21oi_1
  – Synth async-reset ratio: 100%
  – Post-synth EDFFs: 0
  – Synth Warn #: 1
  – Cell Type Count: approximately 45
  – Synth Seq Share: under 10%
  – Cells after Synth: 119
  – Dominant Register Cell: dfrtn_1
  – Synth top cells by count: o21ai_0, nand2_1, buf_2, a21oi_1, nor2_1
  – Synth Register Bits: 1
  – Yosys top cell by area: o21ai_0
  – Yosys chip area: approximately 730 um2
  – Post-Syn Area: 734 um2
  – Top-count cell post-synth: o21ai_0
  – Top-area cell type share of the netlist area: between 8 and 9%

Detailed routing
  – DR WL/cell: approximately 13 um
  – Antenna Cells: 0
  – Drc violations: 0
  – First-pass detailed-route iteration total: 4
  – Number of DRC markers in iteration 0: between 80 and 90
  – Total wire length: approximately 2800 um
  – Antenna viol nets, final: 0
  – Via count: 1027
  – Vias per cell: between 4 and 5

STA
  – Final setup vio count: 4
  – Clk_skew: 0 ps
  – Final Hold Viols: 0
  – Sum Neg Setup Slack: -61.8 ps
  – Slew of the pin with the lowest slew margin: 695 ps
  – RSZ-0062 raised after global routing: yes
  – Max-slew headroom at the worst pin: 53.5%
  – Worst setup margin: -22.7 ps
  – Slew Limit Fails: 0

Place
  – Hpwl dp: roughly 2200 um
  – DP Worst Slack: -192 ps
  – Dpl cells: 204
  – Port Buffers: 38
  – RePlAce Congestion: ~0.84

GRT
  – Global-route met2 utilization: ~13%
  – Initial antenna violation count: 0
  – Overflow after GRT: 0
  – GR Util All Layers: 8.18%
  – First-pass GRT wire length: about 4500 um
  – Pin count of the biggest net entering global routing: 21
  – Grt peak-use layer: met2
  – Met3 Use GR: approximately 2.2%
  – Grt met1 use: between 10% and 20%
  – Number of global-route vias before repair: roughly 960

Final layout
  – Ratio of cells with drive above 1 in the final layout: roughly a quarter
  – Top Registers: ST0 x1
  – Largest register FFs: 1
  – Multi-input gate area: 727 um2
  – Post-Layout Cell Count: approximately 210
  – Fin util: 40.0%
  – Top reg by flops: ST0
  – Fill cells: 349
  – Reg area: approximately 25 um2
  – Layout area overhead: 86.0%

Die
  – # IOs: 41
  – Total die size: between 0.006 and 0.007 mm2
  – Row cnt: 21
  – Total core area: roughly 0.0034 mm2
  – Init Core Util: a little over a fifth
  – Die H: around 80 um
  – Die X: approximately 80 um

Power and ir drop
  – Design Power: 113 uW
  – Worst vdd rail ir drop: approximately 0.031 mV
  – Leakage: ~0.63 nW
  – P per Cell Area: approximately 83 mW/mm2

CTS
  – Hold Buf Count CTS: 0
  – Clock-pin transition on the worst setup and hold timing paths: 0 ps
  – Worst-Skew Late Latency: 0 ps

Setup path
  – Critical R2R Capture: ST0$_DFFE_NN0P_
  – CP Class: flop to primary output
  – Crit path to: ARINC
  – R2r startpoint: ST0$_DFFE_NN0P_
  – Critical path capture point type: primary output
  – FF-to-FF path depth: 5
  – Critical Path Source Type: flop
  – CP required: between 3000 and 4000 ps
  – Worst Setup SP: ST0$_DFFE_NN0P_
  – Crit path arrival time: between 3000 and 4000 ps
  – CP max FO: 6
  – R2r setup slk: approximately 3300 ps

Status
  – Status: finished with violations
  – Failing checks: setup timing

Run
  – Max Cap Viol: 0
  – Tool Warnings: 31
## per-layer routing
layer	vias up	routed length, um
met5	-	0
met4	0	0
li1	527	-
met2	35	1230
met1	465	1260
met3	0	275
## repair_timing
item                                    in CTS  in global routing
endpoints found under the setup margin      20                 12
pin swaps                                    7                  7
endpoints found under the hold margin        0                  0
resized                                     26                 23
buffers inserted                             1                  4
## stage by stage
| step | hold WS [ps] | instance area [um2] |
|---|---|---|
| floorplan | 659 | 734 |
| global placement | 724 | 1200 |
| detailed placement | 729 | 1200 |
| CTS | 773 | 1260 |
| global route | 866 | 1370 |
| finish | 806 | 1370 |
## layout by cell type, fill, tap and decap left out, types with 2 or more instances in the layout
master / netlist / final
o22ai_1: 2 / 2
buf_4: 2 / 16
and3_4: 0 / 3
and3_1: 6 / 3
dlygate4sd2_1: 0 / 8
o21ai_1: 0 / 2
nor3_1: 4 / 3
o21ai_0: 13 / 10
a21oi_1: 8 / 6
o21ai_2: 2 / 3
buf_6: 1 / 3
a31oi_1: 2 / 2
mux2i_1: 2 / 2
nor2b_1: 7 / 7
nand3_4: 0 / 3
nand2b_1: 2 / 2
a21oi_2: 0 / 2
inv_1: 5 / 4
nand2_1: 11 / 11
a221o_1: 2 / 2
clkdlybuf4s15_1: 0 / 3
dlymetal6s2s_1: 0 / 5
nor2_1: 8 / 8
o211ai_1: 2 / 2
a22oi_1: 2 / 2
clkdlybuf4s50_1: 0 / 21
## cells by family after synthesis
group	count (synthesis)	synth area share (%)
compound gates	43	39.9
xor+xnor	1	1.19
buf+inv	19	13.3
flops	1	3.41
mux	2	2.73
other cells	1	0.511
simple gates	52	39.0
## worst max-delay path, stage by stage, from the launching register on
cell and delay (ps):
dfrtn_1 470, buf_4 190, inv_4 50, buf_4 120
nor2_1 100, clkdlybuf4s50_1 470
## area by class of cell
cell class | instances | area share (%)
flip-flops and latches | 1 | 1.83
inverters | 6 | 1.83
repair buffers | 57 | 38.9
well taps | 46 | 4.21
multi-input cells | 99 | 53.2
## worst min path at each step
stage | startpoint | endpoint | slack [ps] | depth (start not counted)
4_1_cts | ST0$_DFFE_NN0P_ | ST0$_DFFE_NN0P_ | 770 | 3
5_1_grt | ST0$_DFFE_NN0P_ | ST0$_DFFE_NN0P_ | 870 | 3
6_report | ST0$_DFFE_NN0P_ | ST0$_DFFE_NN0P_ | 810 | 3
## power breakdown
group / switching (mW) / total, mW / internal, mW / leakage (nW)
logic: 0.0501 / 0.102 / 0.0515 / 0.619
registers: 0.00148 / 0.0115 / 0.0100 / 0.0101
clock network: 0 / 0 / 0 / 0
total: 0.0516 / 0.113 / 0.0616 / 0.630
Power is estimated from default activity; no workload was simulated.
